### ./config.mk
export PLATFORM = sky130hd
export DESIGN_NAME = counter
export DESIGN_NICKNAME = counter
export VERILOG_FILES = /design/flow/design.v
export SDC_FILE = /design/flow/constraint.sdc
export NUM_CORES = 4
export LEC_CHECK = 1
export CORE_AREA = 10 10 70 70
export DIE_AREA = 0 0 80 80
### ./run.sh
#!/bin/bash
# OpenROAD 26Q1-2900-gdf79404cd8, Yosys 0.63+post, stock flow scripts
make -C /OpenROAD-flow-scripts/flow DESIGN_CONFIG=/design/flow/config.mk WORK_HOME=/design/flow/orfs finish
### ./constraint.sdc
current_design counter

set clk_period 1.0
set clk_io_pct 0.2

create_clock -name clk0 -period $clk_period [get_ports {clk}]

set non_clock_inputs [all_inputs -no_clocks]
set_input_delay [expr $clk_period * $clk_io_pct] -clock clk0 $non_clock_inputs
set_output_delay [expr $clk_period * $clk_io_pct] -clock clk0 [all_outputs]
### ./design.v
`timescale 1ns/1ns
module counter(input rstcnt,cnten, clk, output Co, A0, output [2:0] out);
    reg[2:0] temp;
    always@(posedge clk)begin
      if(rstcnt) temp <= 3'b000;     
      else if (cnten) temp <= temp + 1;
    end
	 assign out = temp;
    assign Co = (temp == 3'b110) ? 1 : 0;
	 assign A0 = temp[0];
endmodule
==> run notes <==
Implementation results.

The flow ran to the end, but the final reports show violations. The checks that failed: negative setup slack. The kind of path behind the tightest hold check is flip-flop to flip-flop.

TritonCTS built the clock tree. The CTS report gives the tree buffer count as 3. The count of unresolved DRC violations after routing is 0. The final clock period utilization by the worst path is 118%. The number of global-route vias before repair is 193.

The HPWL after detailed placement is 358 um. The worst-case reg-to-reg path depth is 6. The mean instance size in the synthesized netlist is 9.93 sq um. The ratio of cells with drive above 1 in the final layout is 72.7%.

The final critical path time including I/O delays and setup is 1.18 ns. The net switching power of the design is 131 uW. The floorplan step set the die height to 80 um. The area fraction of the dominant cell type after synthesis is 40.3%. In the routed netlist, the antenna diode instances number 0. Hold analysis shows the worst path with a depth of 2.

The setup check on the worst reg-to-reg path leaves a slack of -0.16 ns. The total number of warnings across the stage logs is 28. The first-pass GRT wire length is 966 um. Total power normalized to cell area comes to 1190 nW/um^2.

The source of the worst register-to-register timing path is temp[0]. The number of synthesis warnings is 1. The area of the core is 3420 sq um. From left edge to right edge, the die measures 80 um. The pre-CTS setup slack is -0.293 ns.

Looking at the power breakdown, combinational cells take 28.6% of the total. The overall via count from detail_route is 176. Per the synthesis report, the dominant area consumer among library cells is sky130_fd_sc_hd__dfxtp_1. The area added between synthesis and finish is 187%. The final design area excluding fillers is 428 sq um.

The highest fanout seen on the critical path is 2. After detailed routing, the average wire length per cell comes to 8.00 um. The design internal power is 380 uW. The fraction of the core area occupied by cells at floorplan is 4.36%. The register with the most flip-flops in the layout has 3 of them. The worst-case max-slew headroom was logged as 82.0%.

Per the placement log, port buffering inserted 7 buffers. STA puts the critical path data arrival time at 0.98 ns. The startpoint identified for the worst hold timing path is temp[1]. The count of routing violations after the opening detailed-route iteration is 8. The total count of hold-check failures in the final report is 0.

The maximum vdd ir drop is 0.234 mV. On the reported timing paths, the clock transition at the registers reads 0.03 ns. The largest register by flop count is temp.

Counting distinct cell types in the post-synthesis netlist gives 11. Dividing the detail-routed via count by the number of cells gives 2.23. Entering global routing, the biggest net connects 6 pins. The clock network accounts for 44.2% of the total power. The critical path in this run is classified as flip-flop to output port. The worst hold endpoint is temp[1]. The element type at the critical path end is an output port. The post-synthesis instance total is 15. The cell area after placement is 284 sq um.

Setup repair after global routing could not meet its margin everywhere. The deepest clock path buffer count is 2. The number of optimization iterations in the first detailed-route pass is 3. Of the total power, the share spent switching nets is 25.6%.

The synthesis report lists the most area-consuming cells as sky130_fd_sc_hd__dfxtp_1 40%, sky130_fd_sc_hd__ha_1 17%, sky130_fd_sc_hd__a21bo_1 6.7%. Global routing finished with a remaining overflow of 0. According to the Yosys statistics, the synthesized design has a chip area of 149 sq um. Yosys reported a register bit count of 3.

The number of cells in the yosys synthesis report is 15. The number of endpoints failing setup at the final stage is 5. The clock insertion delay at the later pin of the skew report is 0.24 ns. The number of max-slew violations in the final report is 0. The total routing usage reported by global routing is 2.04%. The leakage power in the latest report is 0.000165 uW. The pin closest to its max-slew limit shows a slew of 0.269 ns.

The number of hold buffers added after CTS was 0. Setup slack on the critical path of the routed design comes to -0.182 ns. The tally of nets with antenna violations remaining after routing is 0. The total standard cell area after synthesis is 149 sq um. The count of standard-cell rows is 21.

The overall power is 510 uW. The capture point of the worst register-to-register path is recorded as temp[2]. The routability-driven placement congestion ratio is 0.733. After filler insertion, the fill cell instance count of the layout stands at 390. The post-detailed-routing wire length is 632 um. The worst clock skew on the final layout is 0.00506 ns.

The max-capacitance violation count is 0. The registers reported with the highest flop counts are temp (3). The flow reports an fmax of 846 MHz. The sequential cell fraction of total power is 27.2%.

For this design the top-level I/O count stands at 8. The tree is rooted in a sky130_fd_sc_hd__clkbuf_4. The number of H-tree levels is 1. The die covers 6400 sq um.

The startpoint kind of the worst setup timing path is a flip-flop. The register area share after synthesis is 40.3%. The critical path data required time is 0.80 ns. The number of antenna violations at the first check in global routing is 0.

The number of clock sinks seen by CTS is 3.
## kinds of logic (layout without fill, tap and decap cells)
group | Yosys count | after routing | share of synthesized area (%)
and+or+nand+nor | 4 | 4 | 14.3
AOI/OAI and AO/OA | 3 | 3 | 15.1
DFF | 3 | 3 | 40.3
adders and majority gates | 2 | 2 | 16.8
buffers and inverters | 2 | 20 | 7.56
xor gates and xnor gates | 1 | 1 | 5.88
## metal layers
metal	GRT usage, %	share of wire (%)	vias up
met5	0	0	-
met2	2.41	35	11
met4	0.528	1.9	0
li1	-	-	85
met1	1.86	40	76
met3	3.07	24	4
## power by group through the flow
stage | Clock (uW) | Combinational (uW) | Sequential (uW)
CTS | 229 | 120 | 140
global route | 243 | 160 | 141
finish | 225 | 146 | 139
## per-stage QoR
stage	utilization, %	std cells	hold WS [ns]	TNS (ns)
finish	12.5	79	0.568	-0.521
CTS	11.3	78	0.554	-0.497
global placement	8.32	69	0.538	-0.749
detailed placement	8.32	69	0.547	-0.882
floorplan	-	15	0.269	0
global route	12.5	79	0.589	-0.665
## cells in the final DEF, fill, tap and decap left out, types with 2 or more instances in the layout
master and n:
sky130_fd_sc_hd__buf_6 10, sky130_fd_sc_hd__nor2_1 2, sky130_fd_sc_hd__clkbuf_4 3, sky130_fd_sc_hd__clkdlybuf4s50_1 2, sky130_fd_sc_hd__ha_4 2, sky130_fd_sc_hd__buf_4 2
sky130_fd_sc_hd__dfxtp_2 2
## cell usage after synthesis, drive strengths merged
master / number
a21oi: 1
xnor2: 1
and2: 1
dfxtp: 3
ha: 2
a21bo: 1
nor2: 2
a211oi: 1
buf: 1
inv: 1
nand3b: 1
## cell type report
class	instances	area, sq um	area share (%)
flip-flops and latches	3	66.3	15.5
well taps	46	57.6	13.5
inverters	1	3.75	0.877
repair buffers	15	158	36.8
multi-input cells	10	116	27.2
clock buffers	4	26.3	6.14
## worst max-delay path, stage by stage (launching register included)
cell and delay [ns]:
sky130_fd_sc_hd__dfxtp_2 0.33, sky130_fd_sc_hd__inv_2 0.05, sky130_fd_sc_hd__ha_4 0.14, sky130_fd_sc_hd__and2_4 0.13, sky130_fd_sc_hd__buf_6 0.10
## worst max-delay path by stage
stage                    from  to  cells after the start
after CTS             temp[0]  Co                      4
after global routing  temp[0]  Co                      4
final                 temp[0]  Co                      4
## what timing repair did
| item | 4_1_cts | 5_1_grt |
|---|---|---|
| setup buffers | 5 | 1 |
| endpoints found under the setup margin | 6 | 7 |
| resized | 28 | 8 |
| pin swaps | 6 | 1 |
No activity file was given, so power comes from the tool's default toggle rates.
