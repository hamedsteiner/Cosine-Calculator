==> design/flow/design.v <==
`timescale 1ns/1ns
module adder(input [15:0] term, result, input flag, output [15:0] out);
	assign out = (~flag) ? (result + term): (result - term);
endmodule
==> design/flow/run.sh <==
#!/bin/bash
# OpenROAD 26Q1-2900-gdf79404cd8, Yosys 0.63+post, stock flow scripts
make -C /OpenROAD-flow-scripts/flow DESIGN_CONFIG=/design/flow/config.mk WORK_HOME=/design/flow/orfs finish
==> design/flow/config.mk <==
export PLATFORM = sky130hd
export DESIGN_NAME = adder
export DESIGN_NICKNAME = adder
export VERILOG_FILES = /design/flow/design.v
export SDC_FILE = /design/flow/constraint.sdc
export NUM_CORES = 4
export LEC_CHECK = 1
export CORE_AREA = 10 10 82 82
export DIE_AREA = 0 0 92 92
==> design/flow/constraint.sdc <==
current_design adder

set clk_period 11.8
set clk_io_pct 0.2

create_clock -name clk0 -period $clk_period

set non_clock_inputs [all_inputs -no_clocks]
set_input_delay [expr $clk_period * $clk_io_pct] -clock clk0 $non_clock_inputs
set_output_delay [expr $clk_period * $clk_io_pct] -clock clk0 [all_outputs]
==> job_summary.md <==
### Metrics collected by this job

| Metric | Value |
|---|---|
| Total DRC errors in the routed layout | `0` |
| Initial antenna violation count | `0` |
| Path class of the lowest-slack min-delay path | `in2out` |
| Worst rel slew slack | `64.7%` |
| Element type at the critical path end | `output port` |
| Unique cell type count in the Yosys netlist | `35` |
| WHS Endpoint | `out[0]` |
| Floorplan core area | `5070 µm²` |
| Total Negative Setup Slacks | `0 ns` |
| Transition at the pin with the smallest max-transition slack | `0.528 ns` |
| Filler instances | `556` |
| Final Critical Period | `8.18 ns` |
| Hold Path Depth | `5` |
| CP max stage delay | `0.48 ns` |
| Total I/O pin count | `49` |
| Sum of overflow across all layers after global routing | `0` |
| Top area cells in the synthesized netlist | `xnor2_1 20%, ha_1 20%, a21oi_1 8.6%, nor2_1 5.3%, xor2_1 5.3%` |
| Post-layout period usage | `69.3%` |
| Post-CTS setup buffer count | `0` |
| Storage cell area | `0 µm²` |
| Largest fanout of any net on the critical path | `5` |
| Pre-antenna DRT Iters | `4` |
| Cells after Synth | `136` |
| Cell count listed in synth_stat.txt | `136` |
| Max-slew violation count | `0` |
| Routed vias | `1,099` |
| Maximum capacitance violations | `0` |
| CP startpoint kind | `input pin` |
| Area of the die | `8460 µm²` |
| Chain of cells forming the critical path | `clkdlybuf4s50_1 > inv_1 > ha_1 > nand2b_1 > or4_1 > nor3_1 > nor2_1 > xnor2_1 > ha_1 > nand2_1 > o22a_2 > or3_1 > a31oi_1 > xnor2_1 > clkdlybuf4s50_1` |
| Final setup vio count | `0` |
| Startpoint of the worst hold path | `result[0]` |
| Number of flip-flops and latches | `0` |
| Top-area cell type share of the netlist area | `20.4%` |
| Top cell types by occurrence after synthesis | `23 x xnor2_1, 17 x a21oi_1, 16 x ha_1, 14 x nor2_1, 9 x inv_1` |
| First-pass GRT wire length | `4750 µm` |
| Layout clock buffers | `0` |
| Total of warnings raised by yosys | `0` |
| Die Ht | `92 µm` |
| OpenROAD warning count | `32` |
| Final wirelength | `2940 µm` |
| Setup repair after global routing missed its margin | `false` |
| Diode count | `0` |
| Syn-to-layout area delta | `58.0%` |
| Dominant cell by count in the synthesized netlist | `xnor2_1` |
| Floorplan core density | `19.5%` |
| DR iter-0 viols | `32` |
| Via count of the first global-routing pass | `1,045` |
| Maximum resistive drop on vdd | `28.0 µV` |
| Post-detailed-route wirelength per cell | `11.6 µm` |
| Synth area leader | `xnor2_1` |
| Required time reported for the critical path endpoint | `9.44 ns` |
| Global-route usage over all layers | `6.50%` |
| Per-instance average area after synthesis | `7.28 µm²` |
| Hold WS | `5.70 ns` |
| Fraction of the yosys area taken by sequential cells | `0%` |
| Status | `finished, final reports clean` |
| DP HPWL | `2660 µm` |
| Static Leak | `0.619 nW` |
| Yosys synthesis chip area | `990 µm²` |
| Cell Rows | `26` |
| Crit Path Class | `in2out` |
| Final ANT Viol Nets | `0` |
| Count of input and output buffers | `49` |
| Pwr/cell area | `71.2 nW/µm²` |
| Final RePlAce weighted congestion | `0.862` |
| Arrival time reported for the critical path endpoint | `5.82 ns` |
| Number of buffers added to fix hold violations after cts | `0` |
| Largest net degree at the start of global routing | `16` |
| Chip width | `92 µm` |
| Syn Std Cell Area | `990 µm²` |
| Maximum achievable frequency | `122 MHz` |
| Ratio of cells with drive above 1 in the final layout | `3.80%` |
| Slowest-stage cell, CP | `clkdlybuf4s50_1` |
| Via/cell ratio | `4.33` |
| Hold violation total from the final report | `0` |
| Total of cells resized after clock tree synthesis | `0` |
## critical path: cells and delay by family
family	cells	cell delay (ns)
xor gates and xnor gates	2	0.28
and+or+nand+nor	6	1.21
AOI/OAI and AO/OA	2	0.46
adders and majority gates	2	0.52
buffers and inverters	3	0.99
## logic make-up after synthesis
| kind of cell | synth area share [%] |
|---|---|
| fa+ha+maj | 22.3 |
| compound gates | 27.2 |
| mux | 1.01 |
| xor+xnor | 25.7 |
| buf+inv | 3.79 |
| simple gates | 20.1 |
## power breakdown
part	internal, W	switching (W)	leakage, nW
combinational	0.0000692	0.0000422	0.619
sequential	0	0	0
clock	0	0	0
## placed cells by master, fill, tap and decap left out, types with 3 or more instances in the layout
cell / Yosys / routed
clkdlybuf4s50_1: 0 / 49
xnor2_1: 23 / 23
a21oi_1: 17 / 17
ha_1: 16 / 16
nor2_1: 14 / 14
inv_1: 9 / 9
xor2_1: 6 / 6
o21ai_0: 6 / 6
nand2_1: 6 / 6
nand2b_1: 5 / 5
a31oi_1: 4 / 4
nor3_1: 3 / 3
## worst max-delay path by stage
stage / startpoint / to / cells after the start
4_1_cts: term[0] / out[12] / 15
5_1_grt: term[0] / out[12] / 15
6_report: term[0] / out[12] / 15
## metal layers
metal,vias up,track usage [%],share of wire [%]
met5,-,0,0
met4,0,0.257,0.48
li1,586,-,-
met2,35,10.1,42
met3,2,1.98,8.5
met1,476,9.09,49
## cell type report
type | count | area [µm²] | area share [%]
inverter | 9 | 33.8 | 2.16
multi-input combinational | 126 | 952 | 60.9
timing repair buffer | 49 | 490 | 31.4
tap | 70 | 87.6 | 5.60
## through the flow
step | setup slack (ns) | total power (W) | instance area [µm²] | utilization, % | std cells
after global routing | 3.30 | 0.000125 | 1560 | 30.8 | 254
after global placement | 3.59 | 0.000114 | 1560 | 30.8 | 254
final | 3.62 | 0.000111 | 1560 | 30.8 | 254
after detailed placement | 3.59 | 0.000113 | 1560 | 30.8 | 254
after CTS | 3.59 | 0.000114 | 1560 | 30.8 | 254
after floorplan | 4.77 | 0.0000548 | 990 | - | 136
Power and IR drop assume default switching activity.
