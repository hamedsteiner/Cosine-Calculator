==> flow/design.v <==
`timescale 1ns/1ns
module Mult16bit(input [15:0] A, B, output [31:0] Mult_Out);
	assign Mult_Out = (A * B);
endmodule
==> flow/run.sh <==
#!/bin/bash
# OpenROAD 26Q1-2900-gdf79404cd8, Yosys 0.63+post, stock flow scripts
make -C /OpenROAD-flow-scripts/flow DESIGN_CONFIG=/design/flow/config.mk WORK_HOME=/design/flow/orfs finish
==> flow/config.mk <==
export PLATFORM = sky130hd
export DESIGN_NAME = Mult16bit
export DESIGN_NICKNAME = Mult16bit
export VERILOG_FILES = /design/flow/design.v
export SDC_FILE = /design/flow/constraint.sdc
export NUM_CORES = 4
export LEC_CHECK = 1
export CORE_UTILIZATION = 40
==> flow/constraint.sdc <==
current_design Mult16bit

set clk_period 22.0
set clk_io_pct 0.2

create_clock -name clk0 -period $clk_period

set non_clock_inputs [all_inputs -no_clocks]
set_input_delay [expr $clk_period * $clk_io_pct] -clock clk0 $non_clock_inputs
set_output_delay [expr $clk_period * $clk_io_pct] -clock clk0 [all_outputs]
==> results.toml <==
# physical design summary
[outcome]
status = "finished, final reports clean"

[critical_path]
crit_chain = "clkdlybuf4s50_1 > and2_1 > fa_1 > inv_1 > fa_1 > fa_1 > fa_1 > inv_1 > fa_1 > inv_1 > fa_1 > inv_1 > ha_1 > o21ai_0 > o21ai_0 > a21oi_1 > a2111oi_2 > nor2_1 > o21ai_0 > xnor2_1 > clkdlybuf4s50_1"
crit_family = "adder cells"
worstSetupPathType = "input port to output port"
start_kind = "input port"
crit_buf_inv = 6
cp_max_fo = 16
crit_path_top_delay_cell = "clkdlybuf4s50_1"
critPathRequiredTime_ns = 17.60
cp.arrival_ns = 11.24
endpoint_kind = "output port"
cp_slowest_stage_delay_ns = 0.86
cpMostUsedCell = "fa_1"

[floorplan]
chip_area_um2 = 21800
die_width_um = 148
fp_util_pct = 41.4
die_y_um = 148
ioPinCount = 64
fp.coreArea_um2 = 20500
rows = 52

[placement]
port_buffers = 64
place.detailed.instances = 1287
place_congestion = 0.851
dp_hpwl_mm = 16.9

[global_route]
grt_pass1_wl_mm = 35.4
overflow = 0
grt_usage_pct = 22.1
first_global_vias = 6935
grt_max_degree = 17
antenna_found_initial = 0

[yosys]
synth.cellmix.compoundShare_pct = 5.59
syn_area_per_cell_um2 = 8.63
syn_area_um2 = 8490
mux_area_share_pct = 0.133
ys_sh_adder_pct = 61.1
synthDistinctLibCells = 43
ys_sh_xor_pct = 2.89
syn_inst = 984
simple_gate_share_pct = 18.7
ys_cells = 984
ys_warn_count = 0
topCombFamilyByArea = "adder cells"
seq_area_frac_synth_pct = 0
yosysChipArea_um2 = 8490

[layout]
layout-drive-gt1-share_pct = 1.18
synthToLayoutAreaGrowth_pct = 10.2
final_cell_count_no_fill = 1287
flop_area_um2 = 0
layout_top_cell = "inv_1"
clock_buffers = 0
ff_count = 0
lay_top_cells = "inv_1 (232), fa_1 (194), nand2_1 (157), and2_1 (125), ha_1 (104)"

[detailed_routing]
drc = 0
n_antenna_cell = 0
dr_wl_met2_mm = 8.34
firstDrtPassIters = 6
dr_total_vias = 6333
vias_per_cell = 4.92
topRoutingLayerUsed = "met5"
wl_per_cell_um = 15.9
antenna_left = 0
drt-initial-drc-count = 159
wl_met1_mm = 8.81
met3_length_mm = 3.01
totalWireLength_mm = 20.5

[timing]
fin_tns_setup_ns = 0
worst_pin_slew_ns = 0.858
fin_crit_ns = 15.64
drv_slew = 0
slew_headroom_pct = 42.6
setup_viol = 0
rsz0062_at_grt = "no"
fin_crit_sh_pct = 71.1
timing.fmax_ghz = 0.0639
finalHoldViolCount = 0

[cts]
ctsResizeCount = 0
hold_buffers = 0
post_cts_buffers = 0

[flow_run]
tool_warnings = 32
max_cap_viol_count = 0

[worst_hold_path]
hold_class = "input port to output port"
layout make-up:
| cell class | count | area (µm²) |
|---|---|---|
| fillers | 2048 | 11100 |
| inverters | 232 | 871 |
| multi-input cells | 720 | 7500 |
| well taps | 270 | 338 |
| repair buffers | 65 | 648 |
synthesized netlist by cell type (3+ instances only):
master / instances / area (µm²)
a21o_1: 4 / 30.0
a21oi_1: 24 / 120
a31oi_1: 4 / 25.0
and2_1: 125 / 782
clkbuf_1: 32 / 120
fa_1: 194 / 3880
ha_1: 104 / 1300
inv_1: 232 / 871
nand2_1: 157 / 589
nand2b_1: 3 / 18.8
nand3_1: 8 / 40.0
nor2_1: 15 / 56.3
nor2b_1: 4 / 25.0
nor3_1: 3 / 15.0
o211ai_1: 3 / 22.5
o21ai_0: 14 / 70.1
o21bai_1: 3 / 22.5
xnor2_1: 18 / 158
xor2_1: 10 / 87.6
tightest hold or removal path, stage by stage:
cell and delay, ns:
clkdlybuf4s50_1 0.75, and2_1 0.30, clkdlybuf4s50_1 0.39
per-layer routing:
metal | GRT usage (%) | vias to the layer above
li1 | - | 2996
met1 | 31.5 | 3056
met2 | 30.6 | 258
met3 | 13.7 | 21
met4 | 1.91 | 2
met5 | 2.73 | -
kinds of logic (layout without fill, tap and decap cells):
group / count (synthesis) / count (layout)
AND/OR/NAND/NOR: 323 / 323
adder cells (fa/ha/maj): 298 / 298
buffers and inverters: 264 / 297
AND-OR/OR-AND: 70 / 70
XOR/XNOR: 28 / 28
multiplexers: 1 / 1
metrics by stage:
stage	setup WS, ns	hold WS [ns]	area, µm²	utilization, %
after global placement	6.39	10.30	9360	45.7
final	6.36	10.24	9360	45.7
after global routing	5.93	10.34	9360	45.7
after floorplan	8.15	8.87	8490	-
after detailed placement	6.45	10.30	9360	45.7
after CTS	6.39	10.29	9360	45.7
worst paths after layout:
kind      endpoint  slack [ns]  from  cells past startpoint
max   Mult_Out[29]        6.36  A[7]                     21
min    Mult_Out[0]       10.24  A[0]                      3
